==> flow/design.v <==
`timescale 1ns / 1ps
module TRAFFIC (
	clk, 	rst, 
	Road1_G, Road1_Y, Road1_R, 
	Road2_G, Road2_Y, Road2_R, 
	Walk_G, Walk_R);
input clk, rst;
output Road1_G, Road1_Y, Road1_R;
output Road2_G, Road2_Y, Road2_R;
output Walk_G, Walk_R;
wire [6:0] cnt;
CNT c1  ( .clk(clk), .rst(rst), .cnt(cnt)
    );
LD  d1  ( .cnt(cnt),
        .Road1_G(Road1_G), .Road1_Y(Road1_Y), .Road1_R(Road1_R),
        .Road2_G(Road2_G), .Road2_Y(Road2_Y), .Road2_R(Road2_R),
        .Walk_G(Walk_G), .Walk_R(Walk_R)
    );
endmodule
module CNT(clk, rst, cnt);
input clk;
input rst;
output [6:0]cnt;
reg [6:0]cnt;
reg [6:0]ncnt;
always@(posedge clk or posedge rst) begin
    if (rst)    cnt <= 0;
    else        cnt <= ncnt;
end
always@(*) begin
    if ( &cnt )  ncnt = 7'd0;
    else         ncnt = cnt + 7'd1;
end
endmodule
module LD(
    cnt,
    Road1_G, Road1_Y, Road1_R,
    Road2_G, Road2_Y, Road2_R,
    Walk_G, Walk_R
    );
input [6:0] cnt;
output Road1_G, Road1_Y, Road1_R;
output Road2_G, Road2_Y, Road2_R;
output Walk_G, Walk_R;
reg [7:0]lights;
always@(*) begin
    if (cnt < 2) lights = 8'b001_001_01;
    else if (  cnt < 42) lights = 8'b100_001_01;
    else if (  cnt < 47) lights = 8'b010_001_01;
    else if (  cnt <49) lights = 8'b001_001_01;
    else if (  cnt <89) lights = 8'b001_100_01;
    else if (  cnt <94) lights = 8'b001_010_01;
    else if (  cnt <96) lights = 8'b001_001_01;
    else if (  cnt <121) lights = 8'b001_001_10;
    else   lights = {6'b001_001, cnt[0], 1'b0};
end
assign { Road1_G, Road1_Y, Road1_R, 
        Road2_G, Road2_Y, Road2_R, 
        Walk_G, Walk_R
        } = lights;
endmodule
==> flow/run.sh <==
#!/bin/bash
# OpenROAD 26Q1-2900-gdf79404cd8, Yosys 0.63+post, stock flow scripts
make -C /OpenROAD-flow-scripts/flow DESIGN_CONFIG=/design/flow/config.mk WORK_HOME=/design/flow/orfs finish
==> flow/config.mk <==
export PLATFORM = sky130hd
export DESIGN_NAME = TRAFFIC
export DESIGN_NICKNAME = TRAFFIC
export VERILOG_FILES = /design/flow/design.v
export SDC_FILE = /design/flow/constraint.sdc
export NUM_CORES = 4
export LEC_CHECK = 1
export CORE_AREA = 10 10 70 70
export DIE_AREA = 0 0 80 80
==> flow/constraint.sdc <==
current_design TRAFFIC

set clk_period 2.1
set clk_io_pct 0.2

create_clock -name clk0 -period $clk_period [get_ports {clk}]

set non_clock_inputs [all_inputs -no_clocks]
set_input_delay [expr $clk_period * $clk_io_pct] -clock clk0 $non_clock_inputs
set_output_delay [expr $clk_period * $clk_io_pct] -clock clk0 [all_outputs]
==> flow_summary.json <==
{
  "top_cells_by_area": "dfrtp_1 37%, nor2_1 8.8%, buf_6 7.2%",
  "cp_cell_sequence": "buf_6 > nor2_2 > nor3_1 > nor2_1 > clkdlybuf4s50_1",
  "synth_cells": 56,
  "netlist.area_leader.share_pct": 37.3,
  "finalCritPeriodShare_pct": 96.7,
  "final_hold_viol_count": 0,
  "grt_overflow_total": 0,
  "dpl-instance-area_um2": 571,
  "maxCapViolCount": 0,
  "crit_path_start_kind": "flip-flop",
  "drtIter0Drc": 9,
  "final_area_um2": 782,
  "cts_tree": "yes",
  "largest_register": "c1.cnt",
  "hold_path_class": "in2async",
  "clk_latency_ns": 0.25,
  "dieHeight_um": 80,
  "tightest_slew_ns": 0.270,
  "avgSynthCellArea_um2": 8.38,
  "drive_gt1_share_pct": 39.0,
  "drv_slew": 0,
  "flop_cell": "dfrtp_1",
  "via_per_inst": 3.88,
  "timing_worst_setup_path_type": "reg2out",
  "crit_path_end_kind": "output port",
  "pre_cts_ws_ns": 0.163,
  "pin_count": 10,
  "vias": 477,
  "die_area_um2": 6400,
  "grt_pass1_vias": 421,
  "ys.flops": 7,
  "fin_skew_ns": 0.00278,
  "fin_ws_ns": 0.0691,
  "portBuffers": 9,
  "yosys_warnings": 2,
  "worstPathMaxFanout": 7,
  "edf_count": 0,
  "fin_crit_ns": 2.03,
  "cts.sinks": 7,
  "synth_seq_share_pct": 37.3,
  "ys_area_um2": 469,
  "wl_per_cell_um": 10.1,
  "cts_buffers": 3,
  "core-area_um2": 3420,
  "syn_area_um2": 469,
  "warning_count": 26,
  "grt_max_degree": 11,
  "n_antenna_cell": 0,
  "path_clk_slew_ns": 0.05,
  "wirelength_um": 1250,
  "slowest_delay_ns": 0.47,
  "largest_reg_flops": 7,
  "top_area_cell": "dfrtp_1",
  "synthDistinctLibCells": 25,
  "grt_pass1_wl_um": 1820,
  "placementRows": 21,
  "dpl.hpwl_um": 769,
  "grtUsageTotal_pct": 3.40,
  "area_growth_syn_to_layout_pct": 66.7,
  "fp_util_pct": 13.7,
  "routabilityCongestion": 0.766,
  "vdd_drop_max_v": 0.000173,
  "dr.pass1.iters": 4,
  "slowest_stage": "dfrtp_2",
  "utilization_pct": 22.9,
  "cts-root-buf": "clkbuf_4",
  "drtAntennaViolNets": 0,
  "htreeDepth": 1,
  "synth_stat.cells": 56,
  "leakagePower_uw": 0.000401,
  "required_ns": 1.68,
  "holdBufCountCts": 0,
  "cp.arrival_ns": 1.61,
  "reg_top3": "c1.cnt: 7 flops",
  "grt_setup_unrepaired": "yes",
  "slew_headroom_pct": 81.9,
  "clk_path_buf_depth": 2,
  "power_density_nw_per_um2": 330,
  "power_uw": 258,
  "dieWidth_um": 80,
  "nFillCells": 368,
  "setup_tns_ns": 0,
  "outcome": "completed",
  "synthArstFlopShare_pct": 100,
  "max_freq_mhz": 492,
  "finalSetupViolCount": 0,
  "drcViolationCount": 0,
  "antenna_found_initial": 0
}
[placed cells by master, fill, tap and decap left out, drive strengths merged, types with 2 or more instances in the layout]
| cell | n |
|---|---|
| nor3 | 3 |
| o21ai | 2 |
| clkbuf | 4 |
| xor2 | 2 |
| a31oi | 2 |
| nand2 | 3 |
| nand3 | 3 |
| xnor2 | 2 |
| dfrtp | 7 |
| inv | 2 |
| dlymetal6s2s | 4 |
| nor4 | 2 |
| clkdlybuf4s50 | 5 |
| buf | 13 |
| and2 | 2 |
| nor2 | 11 |
[cell usage after synthesis (2+ instances only)]
| master | instances |
|---|---|
| nand2_1 | 3 |
| and2_1 | 2 |
| a31oi_1 | 2 |
| buf_6 | 3 |
| nand3_1 | 3 |
| inv_1 | 2 |
| xnor2_1 | 2 |
| nor4_1 | 2 |
| o21ai_0 | 2 |
| xor2_1 | 2 |
| dfrtp_1 | 7 |
| nor2_1 | 11 |
| nor3_1 | 3 |
[worst max-delay path, delay by kind of cell (launching register included)]
family                 cells  cell delay [ns]
buffers and inverters      2             0.58
DFF                        1             0.47
and+or+nand+nor            3             0.32
[layout make-up]
type                       count  area (um^2)  share of cell area, %
clock buffer                   4         26.3                   3.36
multi-input combinational     42          293                   37.4
inverter                       2         7.51                  0.960
sequential                     7          184                   23.5
tap                           46         57.6                   7.36
timing repair buffer          22          214                   27.4
[routing by layer]
layer | wire (um) | up-vias | GRT usage (%)
met5 | 0 | - | 0
met4 | 0 | 0 | 0.528
met3 | 88 | 0 | 1.59
met2 | 540 | 15 | 4.82
met1 | 617 | 222 | 4.65
li1 | - | 240 | -
[kinds of logic after synthesis]
family / count (synthesis) / synth area share [%]
simple gates: 29 / 30.7
flops: 7 / 37.3
compound gates: 8 / 10.4
buf+inv: 7 / 11.5
xor+xnor: 4 / 7.47
fa+ha+maj: 1 / 2.67
[where the power goes]
| group | switching, uW | internal (uW) |
|---|---|---|
| sequential | 0 | 135 |
| combinational | 2.70 | 1.73 |
| clock | 46.6 | 72.3 |
| total | 49.3 | 209 |
[final timing paths]
path                              to  slack (ns)      start  cells after the start
max                           Walk_G        0.07  c1.cnt[2]                      5
min                        c1.cnt[0]        0.40        rst                      2
max reg2reg                c1.cnt[5]        0.77  c1.cnt[1]                      5
min reg2reg                c1.cnt[6]        0.58  c1.cnt[6]                      1
max in group asynchronous  c1.cnt[2]        1.47        rst                      2
min in group clk0          c1.cnt[6]        0.58  c1.cnt[6]                      1
[repair_timing]
action                                  4_1_cts  5_1_grt
buffers inserted                              5        8
endpoints found under the setup margin        6        7
gates resized                                11       12
pin swaps                                     1        6
[stage by stage]
| stage | cells | hold slack [ns] |
|---|---|---|
| 3_3_place_gp | 106 | 0.546 |
| 3_5_place_dp | 106 | 0.545 |
| 5_1_grt | 123 | 0.420 |
| 4_1_cts | 115 | 0.407 |
| 6_report | 123 | 0.400 |
| 2_1_floorplan | 56 | 0.223 |
Power and IR drop assume default switching activity.
