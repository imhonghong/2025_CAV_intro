File: ./constraint.sdc
current_design TOP

set clk_period 4.0
set clk_io_pct 0.2

create_clock -name clk0 -period $clk_period [get_ports {clk}]

set non_clock_inputs [all_inputs -no_clocks]
set_input_delay [expr $clk_period * $clk_io_pct] -clock clk0 $non_clock_inputs
set_output_delay [expr $clk_period * $clk_io_pct] -clock clk0 [all_outputs]
File: ./design.v
`timescale 1ns/1ps
module TOP #(
    localparam int WIDTH = 16,
    localparam int DEPTH = 8,
    localparam int AW    = $clog2(DEPTH)
) (
    input  logic                clk,
    input  logic                rstN,          
    input  logic                write_en,      
    input  logic                read_en,       
    input  logic [WIDTH-1:0]    write_data,
    output logic [WIDTH-1:0]    read_data,     
    output logic                empty,
    output logic                full
);
    logic [WIDTH-1:0] mem [0:DEPTH-1];
    logic [AW-1:0]  wr_ptr, rd_ptr, wr_ptr_n, rd_ptr_n;
    logic [AW:0]    count,  count_n;
    logic           do_write, do_read;
    assign empty = (count == 0);
    assign full  = (count == DEPTH);
    assign do_write = write_en && (count != DEPTH || read_en);
    assign do_read  = read_en  && (count != 0     || write_en);
    assign read_data = (empty && read_en && write_en) ? write_data
                                                      : mem[rd_ptr];
    always_comb begin
        wr_ptr_n = wr_ptr;
        rd_ptr_n = rd_ptr;
        count_n  = count + (do_write ? 1 : 0) - (do_read ? 1 : 0);
        if (do_write)
            wr_ptr_n = (wr_ptr == DEPTH-1) ? '0 : wr_ptr + 1;
        if (do_read)
            rd_ptr_n = (rd_ptr == DEPTH-1) ? '0 : rd_ptr + 1;
    end
    always_ff @(posedge clk or negedge rstN) begin
        if (!rstN) begin
            wr_ptr <= '0;
            rd_ptr <= '0;
            count  <= '0;
        end else begin
            if (do_write) begin
                mem[wr_ptr] <= write_data;
            end
            wr_ptr <= wr_ptr_n;
            rd_ptr <= rd_ptr_n;
            count  <= count_n;
        end
    end
endmodule
File: ./run.sh
#!/bin/bash
# OpenROAD 26Q1-2900-gdf79404cd8, Yosys 0.63+post, stock flow scripts
make -C /OpenROAD-flow-scripts/flow DESIGN_CONFIG=/design/flow/config.mk WORK_HOME=/design/flow/orfs finish
File: ./config.mk
export PLATFORM = sky130hd
export DESIGN_NAME = TOP
export DESIGN_NICKNAME = TOP
export VERILOG_FILES = /design/flow/design.v
export SDC_FILE = /design/flow/constraint.sdc
export NUM_CORES = 4
export LEC_CHECK = 1
export CORE_UTILIZATION = 50
==> flow_metrics.tcl <==
# metrics dict for downstream scripts
set metrics [dict create \
    status "complete, no violations" \
    syn_area_sq_um 5690 \
    power_frac_seq_pct 33.2 \
    synth_warnings 2 \
    holdWs_ns 0.566 \
    finClkSkew_ns 0.0120 \
    yosys_area_sq_um 5690 \
    setup-tns-final_ns 0 \
    regArea_sq_um 4090 \
    postSynthSeqShare_pct 72.0 \
    crit_top_cell "ha_1" \
    cp_max_fo 24 \
    maxSlewViolCount 0 \
    power.internal_w 0.00392 \
    crit_path_start "rd_ptr[0]" \
    grt_setup_unrepaired "no" \
    final_antenna_net_count 0 \
    cts.sinks 138 \
    yosys.area.top_type_share_pct 67.6 \
    cts_hold_repair.buffers 0 \
    antenna_found_initial 0 \
    warning_count 34 \
    grt_pass1_wl_mm 18.3 \
    ys.flops 138 \
    drt_iter0_drc 111 \
    holdCritPathClass "flip-flop to flip-flop" \
    grt_overflow_total 0 \
    critPathBufInv 2 \
    synth_top_cell_by_count "edfxtp_1" \
    flop_cell "edfxtp_1" \
    placementRows 38 \
    die_w_um 109 \
    core_area_sq_um 11000 \
    hpwl_mm 6.87 \
    ys_types 37 \
    die_height_um 109 \
    period_needed_ns 3.69 \
    synth_stat.cells 351 \
    critPathLaunchType "flip-flop" \
    gp_congestion 0.795 \
    grt.total_usage_pct 23.5 \
    max_freq_ghz 0.271 \
    drive_gt1_share_pct 18.2 \
    cts_buffers 17 \
    async_flop_share_pct 7.25 \
    comb_power_share_pct 33.2 \
    cp.required_ns 3.20 \
    vdd.ir_drop.worst_mv 0.837 \
    max_stage_delay_ns 0.48 \
    antenna_cells 0 \
    cpMaxStageDelayCell "clkdlybuf4s50_1" \
    htree_num_levels 4 \
    finalSetupViolCount 0 \
    synthCells 351 \
    area_leaders "edfxtp_1, dfrtp_1, ha_1" \
    clkSlewWorstSetupHoldPaths_ns 0.06 \
    avgViaCountPerCell 5.88 \
    num_io_pins 38 \
    ys_top_cells_by_count "edfxtp_1, nand2_1, ha_1, o21ai_0" \
    post_cts_resized 0 \
    p_clk_share_pct 33.6 \
    finalHoldViolCount 0 \
    nFillCells 775 \
    path_cells "ha_1, ha_1, nor4_1, nand2_1, buf_12, o211a_1, o21ai_1, clkdlybuf4s50_1" \
    min_from "wr_ptr[0]" \
    fp_util_pct 51.8 \
    critPathTopFamily "buffers and inverters" \
    grt_max_degree 25 \
    cap_violations 0 \
    logic_area_sq_um 1450 \
    clock_latency_ns 0.41 \
    crit_arrival_ns 2.89 \
    switchingPower_w 0.00150 \
    drc 0 \
    powerDensity_nw_per_um2 773 \
    wl_mm 11.8 \
    cts_max_path_buffers 2 \
    tritoncts "yes" \
    avgRoutedWirePerCell_um 20.9 \
    cts_root_buf "clkbuf_16" \
    synth-edff-count 128 \
    cp-end-kind "primary output" \
    maxSlewHeadroom_pct 59.0 \
    grt_pass1_vias 3386 \
    tightest_slew_ns 0.609 \
    die_area_sq_um 11800 \
    dr.pass1.iters 4 \
    cellLeakagePower_nw 2.56 \
    cts_setup_buffers 0 \
    yosysTopAreaCell "edfxtp_1" \
    period_used_pct 92.3 \
    syn2layout_area_growth_pct 23.3 \
    r2r_start "count[2]" \
    vias 3305 \
    syn_avg_cell_area_sq_um 16.2 \
    p_sw_share_pct 27.6 \
    critPathKind "flip-flop to primary output" \
    numPortBuffers 37 \
]
[layout by cell type (no fill, tap or decap), types with 4 or more instances in the layout]
master and n:
buf_4 22, ha_1 18, a22oi_1 16, clkdlybuf4s50_1 37, dfrtp_1 10, bufinv_16 7
a22o_1 16, inv_1 12, o21ai_0 18, edfxtp_1 128, clkbuf_16 17, mux2_2 17
o21ai_1 15, nand2_1 19, inv_6 4, and3_1 7, o211a_1 15, a221oi_1 17
[power groups by stage]
stage	combinational [W]	sequential (W)	clock [W]
6_report	0.00180	0.00180	0.00182
5_1_grt	0.00200	0.00182	0.00191
4_1_cts	0.00183	0.00180	0.00185
[routing by layer]
metal / track usage, % / routed length, um / vias up
met5: 0 / 0 / -
met4: 3.38 / 165 / 0
met3: 10.9 / 1170 / 20
met2: 33.2 / 5320 / 148
met1: 38.3 / 5110 / 1616
li1: - / - / 1521
[worst paths after layout]
kind                            endpoint  slack [ns]  cells after the start
setup reg to reg                count[2]        1.33                     10
max in group asynchronous      rd_ptr[2]        3.16                      2
min in group asynchronous       count[3]        0.69                      2
hold / removal                 wr_ptr[0]        0.57                      1
setup / recovery           read_data[10]        0.31                      8
hold reg to reg                wr_ptr[0]        0.57                      1
[registers in the layout, indices dropped and copies added (netlist names)]
register,flops
rd_ptr,3
count,4
wr_ptr,3
mem,128
[layout make-up]
type,instances,area share [%]
inverters,13,0.696
well taps,140,2.50
flip-flops and latches,138,58.4
clock inverters,13,3.75
repair buffers,60,7.92
multi-input cells,180,20.6
clock buffers,18,6.12
[metrics by stage]
stage                     cell area [sq um]  instances  power, W  setup slack (ns)  util [%]
after floorplan                        5690        351   0.00280              1.19         -
after global placement                 6320        531   0.00363             0.745      57.5
after detailed placement               6320        531   0.00364             0.714      57.5
after CTS                              7010        562   0.00547             0.313      63.8
after global routing                   7010        562   0.00572            0.0946      63.8
final                                  7010        562   0.00542             0.309      63.8
[cell families after synthesis]
group | after synthesis | share of synthesized area, %
AOI/OAI and AO/OA | 103 | 13.7
xor gates and xnor gates | 2 | 0.308
adders and majority gates | 19 | 4.31
buffers and inverters | 33 | 2.57
DFF | 138 | 72.0
muxes | 17 | 3.37
and+or+nand+nor | 39 | 3.78
Power is estimated from default activity; no workload was simulated.
